[/design/flow/config.mk]
export PLATFORM = sky130hd
export DESIGN_NAME = TempTest
export DESIGN_NICKNAME = TempTest
export VERILOG_FILES = /design/flow/design.v
export SDC_FILE = /design/flow/constraint.sdc
export NUM_CORES = 4
export LEC_CHECK = 1
export CORE_UTILIZATION = 30
[/design/flow/constraint.sdc]
current_design TempTest

set clk_period 8.5
set clk_io_pct 0.2

create_clock -name clk0 -period $clk_period [get_ports {clk}]

set non_clock_inputs [all_inputs -no_clocks]
set_input_delay [expr $clk_period * $clk_io_pct] -clock clk0 $non_clock_inputs
set_output_delay [expr $clk_period * $clk_io_pct] -clock clk0 [all_outputs]
[/design/flow/design.v]
module TempTest (
  input clk,
  input rst,
  inout singer_bus,
  output [39:0] dataout,
  output reg tick_done,
  output uart_tx,  
  output reg uart_tx_en,  
  inout uart_tx_pin,  
  inout uart_rx_pin  
);
  parameter CLK_PERIOD_NS = 83;  
  parameter N = 40;
  reg DELAY_1_MS = (1000000 / CLK_PERIOD_NS) + 1;
  reg DELAY_40_US = (40000 / CLK_PERIOD_NS) + 1;
  reg DELAY_80_US = (80000 / CLK_PERIOD_NS) + 1;
  reg DELAY_50_US = (50000 / CLK_PERIOD_NS) + 1;
  reg TIME_70_US = (80000 / CLK_PERIOD_NS) + 1;  
  reg TIME_28_US = (30000 / CLK_PERIOD_NS) + 1;  
  reg MAX_DELAY = (5000000 / CLK_PERIOD_NS) + 1;  
  reg [2:0] state, next_state;
  reg [31:0] index, next_index;
  reg [39:0] data_out, next_data_out;
  reg [5:0] bit_in, next_bit_in;
  reg [5:0] number_bit, next_number_bit;
  reg oe;
  reg uart_tx_data;  
  reg [3:0] uart_tx_count;  
  reg rx;         
  reg next_rx;    
  wire trigger_condition;
  assign trigger_condition = (rx == 1'b0) && (next_rx == 1'b1);
  assign dataout = data_out;
  parameter BAUD_RATE = 9600;
  parameter DATA_BITS = 8;
  parameter STOP_BITS = 1;  
  reg [15:0] baud_divisor;
  always @(posedge clk or posedge rst) begin
    if (rst) begin
      baud_divisor <= 16'b0;
    end else begin
      baud_divisor <= (16'h8000 / BAUD_RATE);  
    end
  end
  reg [2:0] uart_state;
  always @(posedge clk or posedge rst) begin
    if (rst) begin
      state <= 0;
      index <= MAX_DELAY;
      number_bit <= 0;
      bit_in <= 1'b1;
      data_out <= 40'b0;
    end else begin
      state <= next_state;
      index <= next_index;
      number_bit <= next_number_bit;
      bit_in <= next_bit_in;
      data_out <= next_data_out;
      uart_tx_en <= (uart_state != 0) ? 1'b1 : 1'b0;
    end
  end
  always @(posedge clk) begin
    tick_done <= 1'b0;
    next_data_out = data_out;
    next_number_bit = number_bit;
    next_state = state;
    next_data_out = data_out;
    next_index = index;
    oe = 1'b0;
    next_bit_in = bit_in;
    case (state)
      0: begin  
        if (index == 0) begin
          next_state = 1;
          next_index = DELAY_1_MS;
          next_number_bit = N-1;
        end else begin
          next_state = 0;
          next_index = index - 1;
        end
      end
      1: begin  
        if (index == 0) begin
          next_state = 2;
          next_index = DELAY_40_US;
        end else begin
          oe = 1'b1;
          next_state = 1;
          next_index = index - 1;
        end
      end
      2: begin  
        if (bit_in == 1'b1 && next_bit_in == 1'b0) begin
          next_state = 3;
        end else begin
          next_state = 2;
        end
      end
	  3: begin  
        if (bit_in == 1'b0 && next_bit_in == 1'b1) begin
          next_state = 4;
          next_index = DELAY_80_US;  
        end else begin
          next_state = 3;
        end
      end
		4: begin  
        if (bit_in == 1'b1 && next_bit_in == 1'b0) begin
          next_state = 5;
        end else begin
          next_state = 4;
        end
      end
		5: begin  
        if (bit_in == 1'b0 && next_bit_in == 1'b1) begin
          next_state = 6;
          next_index = 6'b0;
        end else if (number_bit == 0) begin
          next_state = 10;  
          next_index = DELAY_50_US;
        end else begin
          next_state = 5;
        end
      end
		6: begin  
        next_index = index + 1;
        next_bit_in = singer_bus;
        if (bit_in == 1'b1 && next_bit_in == 1'b0) begin
          next_number_bit = number_bit - 1;
          if (index < TIME_28_US) begin
            next_data_out = {data_out[N-2:0], 1'b0};
          end else if (index < TIME_70_US) begin
            next_data_out = {data_out[N-2:0], 1'b1};
          end
          next_state = 5;  
          next_index = DELAY_50_US;
        end else if (bit_in == 1'b1 && next_bit_in == 1'b1) begin
          next_state = 6;  
        end else begin
          next_state = 6;  
        end
      end
      default: begin
        next_state = 0;  
        next_index = MAX_DELAY;  
        next_number_bit = 0;  
        next_bit_in = 1'b1;  
        next_data_out = 40'b0;  
      end
    endcase
  end
  assign uart_tx_pin = uart_tx_en ? uart_tx_data : 1'bz;
  always @(posedge clk) begin
    case (uart_state)
      0: begin  
        if (trigger_condition) begin
          uart_state <= 1;  
          uart_tx_data <= 8'hFF;  
          uart_tx_count <= 4'b0000;  
        end else begin
          uart_state <= 0;  
        end
      end
      1: begin  
        if (uart_tx_count < DATA_BITS) begin
          uart_tx_data <= data_out[uart_tx_count];  
          uart_tx_count <= uart_tx_count + 1'b1;
        end else begin
          uart_state <= 2;  
          uart_tx_data <= 1'b0;  
          uart_tx_count <= 4'b0000;  
        end
      end
      2: begin  
        if (uart_tx_count < STOP_BITS) begin
          uart_tx_data <= 1'b0;  
          uart_tx_count <= uart_tx_count + 1'b1;
        end else begin
          uart_state <= 0;  
        end
      end
    endcase
  end
  assign singer_bus = (oe) ? 1'b0 : 1'bz;
endmodule
[/design/flow/run.sh]
#!/bin/bash
# OpenROAD 26Q1-2900-gdf79404cd8, Yosys 0.63+post, stock flow scripts
make -C /OpenROAD-flow-scripts/flow DESIGN_CONFIG=/design/flow/config.mk WORK_HOME=/design/flow/orfs finish
==> results.yml <==
# synthesis and place-and-route metrics
clock_network:
  h-tree-depth: 4
  worstSkewPairLatency_ps: 420
  cts_buffers: 17
  clockRootBuffer: "clkbuf_16"
  path_clk_slew_ps: 70
  clk_path_buf_depth: 2
  cts.repair.resized: 0
  cts_tree: "done"
  hold_buffers: 0
  cts_sinks: 181
  cts_setup_buffers: 0
critical_path:
  path_cells: "clkdlybuf4s50_1"
  critical_path.max_stage_delay_ps: 470
  reg2reg_slack_ps: 5710
  critical_path_required_ps: 6800
  end_kind: "output port"
  path_class: "reg2out"
  crit_family: "buffers and inverters"
  cp.arrival_ps: 1260
  worst_setup_path_start_kind: "flip-flop"
  regToRegEndpoint: "next_index[15]"
  slowest_stage: "clkdlybuf4s50_1"
  critPathBufInv: 1
  crit_fanout: 2
  reg2regPathDepth: 7
  r2r_start: "index[24]"
power:
  power_density_nw_per_um2: 204
  total_power_mw: 1.65
  peakVddDrop_v: 0.000131
  p_leak_nw: 3.37
route:
  n_antenna_cell: 0
  vias_per_cell: 4.93
  drc: 0
  vias: 4766
  dr.pass1.iters: 24
  postRouteAntennaNets: 0
  wire_per_inst_um: 14.3
  drt_iter0_drc: 257
  drt-total-wl_mm: 13.9
logic_synthesis:
  common_cells: "dfxtp_1 (87), dfrtp_1 (85), nor2_1 (55)"
  synthCells: 638
  flop_cell: "dfxtp_1"
  synth-edff-count: 7
  ys_types: 70
  synth_flops: 181
  async_reset_ff_share_pct: 48.1
  top_cells_by_area: "dfrtp_1 (31%), dfxtp_1 (26%), and2_1 (4.8%)"
  synth_area_per_cell_um2: 10.7
  yosys-stat-area_um2: 6810
  syn_area_um2: 6810
  top_area_cell: "dfrtp_1"
  ys_seq_share_pct: 60.7
  netlist.area_leader.share_pct: 31.3
  yosysCellCount: 638
  ys_warn_count: 6
  synth_top_cell_by_count: "dfxtp_1"
global_routing:
  overflow: 0
  grt_pass1_wl_mm: 23.9
  grt_usage_pct: 12.8
  grt_max_degree: 54
  antenna_found_initial: 0
  grt_pass1_vias: 4543
die:
  coreArea_um2: 22000
  fp-utilization_pct: 30.9
  die_h_um: 153
  fp-row-count: 54
  chipArea_um2: 23300
  die_w_um: 153
  ios: 48
sta:
  rsz0062_at_grt: "false"
  fin_tns_setup_ps: 0
  skew_ps: 9.74
  finalHoldViolCount: 0
  fin_crit_sh_pct: 34.9
  max_slew_margin_pct: 35.0
  tightest_slew_ps: 968
  slew_violations: 0
  fin_crit_ps: 2960
  untimed_endpoints: 1
  max_freq_mhz: 337
  final-setup-viol-count: 0
  worst_slack_ps: 5540
  whs_ps: 291
final_layout:
  final_cells: 966
  syn2layout_area_growth_pct: 18.6
  final_area_um2: 8070
  seqCellArea_um2: 4130
  fill_cells: 2164
  final_util_pct: 36.6
  comb_area_um2: 2450
  drive_above_1_share_pct: 8.89
run:
  warning_count: 31
  maxCapViolCount: 0
place:
  hpwl_mm: 8.70
  gp_congestion: 0.867
  io_buffers: 42
  dpl_cell_area_um2: 7490
  dp_slack_ps: 5120
  placedCellCount: 934
worst_hold_path:
  hold_class: "reg2reg"
  worstHoldStart: "next_bit_in[0]"
  min_to: "bit_in[0]"
  hold_depth: 0
run_status:
  outcome: "completed"
-- cell families after synthesis --
logic type,share of synthesized area [%]
AND/OR/NAND/NOR,20.4
flip-flops,60.7
AND-OR/OR-AND,12.5
buffers and inverters,3.62
adder cells (fa/ha/maj),1.47
XOR/XNOR,0.772
multiplexers,0.441
other,0.0551
-- placed cells by master (no fill, tap or decap), types with 8 or more instances in the layout --
master	count
nor3_1	32
buf_4	10
o21ai_0	20
and2_1	52
ha_1	8
dfrtp_1	85
a21oi_1	30
clkdlybuf4s50_1	42
dfxtp_1	87
a211oi_1	8
nor4_1	12
nand4_1	8
a31oi_1	16
nand3_1	22
clkbuf_16	18
inv_1	13
nand2_1	38
nor2_1	55
-- metal layers --
layer	wire length, um	vias to the layer above	global-route usage [%]
met3	747	15	2.75
li1	-	2348	-
met5	0	-	0
met4	246	0	2.31
met2	5710	142	17.6
met1	7150	2261	21.5
-- worst reg2reg max path, delay by kind of cell (launching register included) --
kind	cells	cell delay, ps
buf+inv	1	340
simple gates	2	850
compound gates	4	1020
flops	1	490
-- worst max-delay path by stage --
stage             end  cells past startpoint  slack (ps)    startpoint
4_1_cts   dataout[24]                      1        5520  data_out[24]
5_1_grt     index[29]                      3        5410           rst
6_report  dataout[30]                      1        5540  data_out[30]
-- power by group --
| group | internal (mW) | switching [mW] | leakage [nW] |
|---|---|---|---|
| combinational | 0.00138 | 0.00887 | 1.13 |
| sequential | 0.860 | 0.000321 | 1.95 |
| clock | 0.437 | 0.342 | 0.288 |
| total | 1.30 | 0.351 | 3.37 |
-- state kept, by name, indices dropped and copies added (netlist names) --
| name | cells |
|---|---|
| uart_tx_pin | 1 |
| data_out | 40 |
| state | 3 |
| next_state | 3 |
| next_data_out | 40 |
| next_bit_in | 6 |
| number_bit | 6 |
| index | 32 |
| uart_state | 1 |
| uart_tx_count | 4 |
| bit_in | 6 |
| uart_tx_en | 1 |
| next_index | 32 |
| next_number_bit | 6 |
-- layout make-up --
class	count	area share, %
Inverter	14	0.667
Tap cell	280	4.34
Timing Repair Buffer	52	6.14
Sequential cell	181	51.2
Multi-Input combinational cell	407	30.4
Clock buffer	21	5.84
Clock inverter	11	1.41
No activity file was given, so power comes from the tool's default toggle rates.
