File: flow/config.mk
export PLATFORM = sky130hd
export DESIGN_NAME = SoilMoistureSensor
export DESIGN_NICKNAME = SoilMoistureSensor
export VERILOG_FILES = /design/flow/design.v
export SDC_FILE = /design/flow/constraint.sdc
export NUM_CORES = 4
export LEC_CHECK = 1
export CORE_AREA = 10 10 79 79
export DIE_AREA = 0 0 89 89
File: flow/constraint.sdc
current_design SoilMoistureSensor

set clk_period 1.5
set clk_io_pct 0.2

create_clock -name clk0 -period $clk_period [get_ports {clk}]

set non_clock_inputs [all_inputs -no_clocks]
set_input_delay [expr $clk_period * $clk_io_pct] -clock clk0 $non_clock_inputs
set_output_delay [expr $clk_period * $clk_io_pct] -clock clk0 [all_outputs]
File: flow/design.v
module SoilMoistureSensor(
  input clk,      
  input rst,      
  output reg sensor_data  
);
  reg [15:0] counter;      
  reg sensor_output;       
  parameter THRESHOLD = 8'h7F;  
  always @(posedge clk or posedge rst) begin
    if (rst) begin
      counter <= 16'h0000;   
      sensor_output <= 1'b0;  
    end else begin
      if (counter < THRESHOLD) begin
        counter <= counter + 1'b1;     
        sensor_output <= 1'b0;         
      end else begin
        counter <= 16'h0000;           
        sensor_output <= 1'b1;         
      end
    end
  end
  assign sensor_data = sensor_output;   
endmodule
File: flow/run.sh
#!/bin/bash
# OpenROAD 26Q1-2900-gdf79404cd8, Yosys 0.63+post, stock flow scripts
make -C /OpenROAD-flow-scripts/flow DESIGN_CONFIG=/design/flow/config.mk WORK_HOME=/design/flow/orfs finish
==> flow_summary.yaml <==
# physical design summary
placement:
  dpl_worst_slack_ns: 0.160
  io_buffers: 2
  hpwl_um: 619
  gp_congestion: 0.688
timing:
  drv_slew: 0
  fin_setup_tns_ns: 0
  clock_skew_ns: 0.000903
  max_freq_ghz: 0.746
  hold_ws_ns: 0.355
  hold_viol_final: 0
  post-route-min-period_ns: 1.34
  setup_slack_ns: 0.159
  rsz0062_at_grt: "no"
  finalClockPeriodUsage: 0.894
  final-setup-viol-count: 0
setup_path:
  worst-setup-path-type: "reg -> reg"
  worstSetupEndpointType: "flop"
  crit_path_max_fanout: 6
  critPathArrivalTime_ns: 1.45
  worst_setup_path_start_kind: "flop"
  cp.required_ns: 1.61
detailed_routing:
  avgRoutedWirePerCell_um: 6.87
  ant_nets: 0
  vias: 367
  drtIter0Drc: 38
  antenna_cells: 0
  totalWireLength_um: 797
  dr.pass1.iters: 2
  drcViolationCount: 0
  viasPerCell: 3.16
floorplan:
  coreArea_sq_mm: 0.00466
  fp.dieW_um: 89
  pin_count: 3
  fp-utilization: 0.139
  core.rowCount: 25
  dieArea_sq_mm: 0.00792
  die_y_um: 89
run_status:
  status: "finished, final reports clean"
power:
  p_leak_nw: 0.314
  peakVddDrop_mv: 0.487
  cellPowerDensity_mw_per_mm2: 1000
  p_total_uw: 815
cells_and_area:
  final_common_cell: "dfrtp_1"
  lay_top_cells: "dfrtp_1 (17), conb_1 (8), nor2_1 (4)"
  seq_area_sq_um: 425
  layout.area.comb_sq_um: 243
  fillers: 489
  area_delta_synth_final_pct: 26.0
  layout-drive-gt1-share: 0.161
clocking:
  cts_buffer_depth: 2
  cts_setup_buffers: 0
  ctsResizeCount: 0
  cts_tree: "built"
  cts_hold_buffers: 0
  numCtsBuffers: 3
  clkTransAtPathRegs_ns: 0.06
  cts_root_buf: "clkbuf_8"
  cts_max_level: 1
  clk_latency_ns: 0.24
  numClockSinks: 17
grt:
  grtUsageTotal: 0.0254
  grt_pass1_wl_um: 1630
  gr-total-overflow: 0
  first_global_vias: 354
  grt_max_degree: 18
  antenna_found_initial: 0
flow_run:
  drv_cap: 0
  tool_warnings: 25
logic_synthesis:
  syn_inst: 48
  yosysTopAreaCellShare: 0.659
  yosys-top-cells-area: "dfrtp_1 (66%), nor4_4 (3.3%), nand3_4 (2.7%)"
  yosys_area_sq_um: 646
  netlist.top_cell.by_area: "dfrtp_1"
  syn-cell-area_sq_um: 646
  ys_cells: 48
  synth_cell_types: 21
  ys_ff: 17
  yosysSeqAreaShare: 0.659
  avgSynthCellArea_sq_um: 13.5
  yosys_warnings: 2
min_path:
  worstHoldPathType: "in -> async"
## flip-flops by register name, indices dropped and copies added (netlist names)
signal and cells:
counter 16, sensor_output 1
## worst max-delay path, stage by stage, from the launching register on
cell and delay (ns):
dfrtp_1 0.40, ha_1 0.24, nand3_1 0.09, nor2_1 0.36
nor3b_1 0.11
## cells by family after synthesis
kind of cell / count (synthesis) / synth area share
simple gates: 21 / 0.227
flops: 17 / 0.659
compound gates: 4 / 0.0426
xor+xnor: 3 / 0.0407
buf+inv: 1 / 0.00581
fa+ha+maj: 1 / 0.0194
other cells: 1 / 0.00581
## synthesized netlist by cell type
library cell	instances
nor4_2	1
a21oi_1	1
ha_1	1
a211oi_2	1
nor3_1	3
xnor2_1	1
nor3b_1	1
nand3_1	3
nand3_4	1
nand2_1	2
conb_1	1
inv_1	1
xor2_1	2
nand4_1	1
or2_1	1
or3_1	2
nand3_2	1
nor4_4	1
nor2_1	4
dfrtp_1	17
o21ai_0	2
## layout make-up
class | instances | area share
well taps | 54 | 0.0831
flip-flops and latches | 17 | 0.523
clock buffers | 3 | 0.0508
clock inverters | 1 | 0.00615
repair buffers | 3 | 0.0338
inverters | 1 | 0.00462
multi-input cells | 37 | 0.298
## where the power goes
group / switching [mW] / internal, mW
Combinational: 0.0132 / 0.00673
Clock: 0.136 / 0.184
Sequential: 0.00574 / 0.470
Total: 0.155 / 0.660
## path summary, 6_finish.rpt
path,startpoint,endpoint,slack (ns),depth (start not counted)
worst max-delay path,counter[0],counter[1],0.16,4
worst max register to register,counter[0],counter[1],0.16,4
worst min register to register,counter[0],counter[0],0.52,1
min in group clk0,counter[0],counter[0],0.52,1
worst min-delay path,rst,counter[7],0.35,3
max in group asynchronous,rst,counter[0],0.97,3
## per-layer routing
layer  routed length, um  share of wire  global-route usage
met1                 386           0.48              0.0318
met2                 339           0.43              0.0366
met3                  62          0.078              0.0165
met4                   9          0.011             0.00434
met5                   0              0                   0
## stage by stage
step           std cells  cell area, sq um  utilization
2_1_floorplan         55               672            -
3_3_place_gp         112               767        0.165
3_5_place_dp         112               767        0.165
4_1_cts              116               813        0.174
5_1_grt              116               813        0.174
6_report             116               813        0.174
Power and IR drop assume default switching activity.
